<file path="config.mk">
export PLATFORM = sky130hd
export DESIGN_NAME = mscount
export DESIGN_NICKNAME = mscount
export VERILOG_FILES = /design/flow/design.v
export SDC_FILE = /design/flow/constraint.sdc
export NUM_CORES = 4
export LEC_CHECK = 1
export CORE_UTILIZATION = 50
</file>
<file path="run.sh">
#!/bin/bash
# OpenROAD 26Q1-2900-gdf79404cd8, Yosys 0.63+post, stock flow scripts
make -C /OpenROAD-flow-scripts/flow DESIGN_CONFIG=/design/flow/config.mk WORK_HOME=/design/flow/orfs finish
</file>
<file path="constraint.sdc">
current_design mscount

set clk_period 4.8
set clk_io_pct 0.2

create_clock -name clk0 -period $clk_period [get_ports {clk}]

set non_clock_inputs [all_inputs -no_clocks]
set_input_delay [expr $clk_period * $clk_io_pct] -clock clk0 $non_clock_inputs
set_output_delay [expr $clk_period * $clk_io_pct] -clock clk0 [all_outputs]
</file>
<file path="design.v">
module mscount(
    output reg [0:6] seven_seg,
    output reg [1:0] COM,
    input clk, clear
);
    wire clk_divs1;
    wire clk_divs10;
    reg [3:0] s1_count;
    reg [3:0] s10_count;
    divfreq F0(clk, clk_divs1, clk_divs10);
    always @(posedge clk_divs1, posedge clear) begin
        if (clear) begin
            s1_count <= 4'b0000;
            s10_count <= 4'b0000;
        end
        else begin
            if (s1_count == 4'b1001) begin
                s1_count <= 4'b0000;
                if (s10_count == 4'b1001) s10_count <= 4'b0000;
                else s10_count <= s10_count + 1'b1;
            end
            else s1_count <= s1_count + 1'b1;
        end
    end
    always @(posedge clk_divs10) begin
        if (COM == 2'b01) COM <= 2'b10;
        else COM <= 2'b01;
    end
    always @* begin
        if (COM == 2'b01) begin
            case(s1_count)
                4'b0000: seven_seg = 7'b0000001;
                4'b0001: seven_seg = 7'b1001111;
                4'b0010: seven_seg = 7'b0010010;
                4'b0011: seven_seg = 7'b0000110;
                4'b0100: seven_seg = 7'b1001100;
                4'b0101: seven_seg = 7'b0100100;
                4'b0110: seven_seg = 7'b0100000;
                4'b0111: seven_seg = 7'b0001111;
                4'b1000: seven_seg = 7'b0000000;
                4'b1001: seven_seg = 7'b0000100;
                default: seven_seg = 7'b1111111;
            endcase
        end
        else if (COM == 2'b10) begin
            case(s10_count)
                4'b0000: seven_seg = 7'b0000001;
                4'b0001: seven_seg = 7'b1001111;
                4'b0010: seven_seg = 7'b0010010;
                4'b0011: seven_seg = 7'b0000110;
                4'b0100: seven_seg = 7'b1001100;
                4'b0101: seven_seg = 7'b0100100;
                default: seven_seg = 7'b1111111;
            endcase
        end
    end
endmodule
module divfreq(input clk, output reg clk_divs1, output reg clk_divs10);
    reg [24:0] count_s1 = 25'b0;
    reg [24:0] count_s10 = 25'b0;
    always @(posedge clk) begin
        if (count_s1 >= 25000000) begin
            count_s1 <= 25'b0;
            clk_divs1 <= ~clk_divs1;
        end
        else count_s1 <= count_s1 + 1'b1;
        if (count_s10 >= 250000) begin
            count_s10 <= 25'b0;
            clk_divs10 <= ~clk_divs10;
        end
        else count_s10 <= count_s10 + 1'b1;
    end
endmodule
</file>
==> results.py <==
# Auto-generated metrics
metrics = {
    "timing": {
        "min_period_ns": 1.98,
        "unclocked_pins": 17,
        "fmaxAchievable_mhz": 505,
        "hold_violations": 0,
        "untimed_endpoints": 26,
        "finalSetupViolCount": 0,
        "tns_ns": 0,
        "timing.final.ws_setup_ns": 2.82,
        "fin_worst_skew_ns": 0.0137,
        "hold_ws_ns": 0.465,
        "finalCritPeriodShare_pct": 41.2,
        "rsz0062_at_grt": "no",
        "slew_violations": 0,
    },
    "drt": {
        "top_layer": "met4",
        "antennaDiodeCount": 0,
        "detail_route.wl_per_cell_um": 11.0,
        "met3_length_um": 133,
        "postRouteAntennaNets": 0,
        "drt_pass1_iterations": 4,
        "via_per_inst": 5.24,
        "met2WireLength_um": 2040,
        "met1_length_um": 2460,
        "via_count": 2236,
        "drtIter0Drc": 118,
        "drt_wl_total_um": 4700,
        "drc": 0,
    },
    "critical_path": {
        "r2r_cells": 4,
        "ff2ff_setup_slack_ns": 2.82,
        "cp-start-kind": "register",
        "cp_max_fo": 12,
        "crit_end": "F0.count_s1[22]$_SDFF_PP0_",
        "cp_slowest_cell": "or4_4",
        "startpoint": "F0.count_s1[3]$_SDFF_PP0_",
        "path_buffers": 0,
        "reg2reg_from": "F0.count_s1[3]$_SDFF_PP0_",
        "worstPathRequired_ns": 5.05,
        "critical_path.max_stage_delay_ns": 0.65,
        "path_class": "register to register",
        "endpoint_kind": "register",
        "timing.rr.end": "F0.count_s1[22]$_SDFF_PP0_",
        "cp_top_family": "simple AND/OR/NAND/NOR gates",
        "crit_arrival_ns": 2.23,
        "worst-path-stages": 4,
        "path_cells": "nand4_4, or4_4, or4_1, a21oi_1",
    },
    "floorplan": {
        "fp.dieArea_sq_um": 6340,
        "initCoreUtil_pct": 53.4,
        "die_height_um": 79.6,
        "dieWidth_um": 79.6,
        "top_level_ports": 11,
        "rows": 27,
        "core-area_sq_um": 5640,
    },
    "yosys": {
        "topCellsByArea": "dfxtp_1 (35%), dfrtp_1 (6.6%), a21oi_1 (4.8%)",
        "ys_types": 42,
        "yosysChipArea_sq_um": 3010,
        "xor_area_share_pct": 7.85,
        "avgSynthCellArea_sq_um": 8.83,
        "synth_top_area_share_pct": 34.6,
        "synth_area_leader_cell": "dfxtp_1",
        "synth_top_flop_cell": "dfxtp_1",
        "simple_gate_area_share_pct": 23.3,
        "ys.flops": 69,
        "ys_warn_count": 2,
        "syn_area_sq_um": 3010,
        "mux_area_share_pct": 1.08,
        "synth_cells": 341,
        "topCombFamilyByArea": "simple AND/OR/NAND/NOR gates",
        "common_cells": "dfxtp_1 (52), nor2_1 (35), a21oi_1 (29)",
        "most_common_cell": "dfxtp_1",
        "ys_cells": 341,
        "ys_sh_adder_pct": 4.15,
        "synth-async-reset-ratio_pct": 11.6,
        "edf_count": 2,
        "aoi_share_pct": 12.5,
    },
    "place": {
        "io_buffers": 10,
        "place_ws_ns": 2.85,
        "dp_cells": 419,
        "place.gp.congestion": 0.860,
        "placed_area_sq_um": 3190,
        "dp_hpwl_um": 3410,
    },
    "clock_tree": {
        "ctsHoldBuffers": 0,
        "htreeDepth": 2,
        "cts_tree": "done",
        "ctsResizeCount": 0,
        "cts_root_buf": "clkbuf_8",
        "clock_latency_ns": 0.31,
        "cts.reportedPaths.clkPinSlew_ns": 0.10,
        "postCtsSetupRepairBufs": 0,
        "clock_path_buffers": 2,
        "cts_buffers": 5,
    },
    "outcome": {
        "status": "finished clean",
    },
    "pwr": {
        "p_leak_nw": 1.26,
        "vdd_drop_max_uv": 146,
        "p_total_mw": 0.691,
        "powerDensity_nw_per_um2": 211,
    },
    "min_path": {
        "hold_class": "register to register",
    },
    "global_routing": {
        "grt_max_degree": 19,
        "grt_overflow": 0,
        "grt_pass1_wl_um": 8720,
        "grt_usage_pct": 17.7,
        "antenna_found_initial": 0,
        "grt_pass1_vias": 1952,
    },
    "final_layout": {
        "nFillCells": 484,
        "utilization_pct": 58.1,
        "layout-drive-gt1-share_pct": 4.51,
        "area_growth_pct": 8.85,
        "postLayoutCellArea_sq_um": 3280,
        "final_cells": 427,
    },
    "run": {
        "drv_cap": 0,
        "warnings": 34,
    },
}
cells by family after synthesis:
group	Yosys count
multiplexers	3
flip-flops	62
adder cells (fa/ha/maj)	10
AND/OR/NAND/NOR	134
other	1
AND-OR/OR-AND	65
XOR/XNOR	27
latches	7
buffers and inverters	32
sequential cells by signal (all words and copies together), names as in the netlist:
| signal | cells |
|---|---|
| seven_seg | 7 |
| s10_count | 4 |
| F0.clk_divs1 | 1 |
| COM | 2 |
| F0.count_s1 | 25 |
| s1_count | 4 |
| F0.clk_divs10 | 1 |
| F0.count_s10 | 25 |
how the worst min path moves through the flow:
stage	startpoint	end	slack (ns)	cells after the start
final	F0.count_s1[0]$_SDFF_PP0_	F0.count_s1[0]$_SDFF_PP0_	0.46	1
after global routing	F0.count_s1[0]$_SDFF_PP0_	F0.count_s1[0]$_SDFF_PP0_	0.51	1
after CTS	F0.count_s10[0]$_SDFF_PP0_	F0.count_s10[0]$_SDFF_PP0_	0.47	1
area by class of cell:
| class | count | area, sq um | area share, % |
|---|---|---|---|
| multi-input cells | 246 | 1510 | 45.9 |
| repair buffers | 12 | 115 | 3.51 |
| inverters | 20 | 75.1 | 2.29 |
| clock buffers | 6 | 72.6 | 2.21 |
| clock inverters | 2 | 13.8 | 0.420 |
| flip-flops and latches | 69 | 1410 | 42.9 |
| well taps | 72 | 90.1 | 2.75 |
layer usage:
layer | up-vias | global-route usage [%]
met1 | 999 | 29.1
met3 | 5 | 3.13
met5 | - | 0
met2 | 23 | 26.2
met4 | 0 | 1.82
li1 | 1209 | -
report_power, final:
part           total (mW)  switching (mW)  internal [mW]
logic             0.00362         0.00243        0.00119
clock network       0.246           0.142          0.104
registers           0.441         0.00142          0.440
total               0.691           0.146          0.545
worst reg2reg max path, stage by stage, from the launching register on:
cell and delay (ns):
dfxtp_1 0.45, nand4_4 0.18, or4_4 0.65, or4_1 0.50, a21oi_1 0.15
cell usage in the layout (no fill, tap or decap), types with 6 or more instances in the layout:
cell,count
nand3_1,12
o21ai_0,18
xor2_1,12
nor2_1,35
o31ai_1,6
a21oi_1,29
or4_1,9
inv_1,20
or3_1,11
nand4_1,10
clkdlybuf4s50_1,10
conb_1,7
dfrtp_1,8
nor3_1,6
dfxtp_1,52
and3_1,6
ha_1,10
dlxtn_1,7
nand2_1,26
xnor2_1,15
Power figures rest on the tool's default switching activity, not on a simulated workload.
